### run.sh
#!/bin/bash
# OpenROAD 26Q1-2900-gdf79404cd8, Yosys 0.63+post, stock flow scripts
make -C /OpenROAD-flow-scripts/flow DESIGN_CONFIG=/design/flow/config.mk WORK_HOME=/design/flow/orfs finish
### config.mk
export PLATFORM = sky130hd
export DESIGN_NAME = maze
export DESIGN_NICKNAME = maze
export VERILOG_FILES = /design/flow/design.v
export SDC_FILE = /design/flow/constraint.sdc
export NUM_CORES = 4
export LEC_CHECK = 1
export CORE_UTILIZATION = 30
### constraint.sdc
current_design maze

set clk_period 3.8
set clk_io_pct 0.2

create_clock -name clk0 -period $clk_period [get_ports {clk}]

set non_clock_inputs [all_inputs -no_clocks]
set_input_delay [expr $clk_period * $clk_io_pct] -clock clk0 $non_clock_inputs
set_output_delay [expr $clk_period * $clk_io_pct] -clock clk0 [all_outputs]
### design.v
`timescale 1ns / 1ps
module maze(
input 		clk,
input[5:0] 	starting_col, starting_row, 		 
input 		maze_in, 							 
output reg[5:0] row, col, 							 
output reg	maze_oe,							 
output reg	maze_we, 							 
output reg	done=0);		 						 
parameter width = 4;
reg[5:0] prev_row,prev_col;
integer i=0,ii=0;
reg [width-1:0] state, next;
always @(posedge clk)begin
	if(!done) begin
		state<=next;
   end
end
always @(*) begin
next=0;
maze_oe=0;
maze_we=0;
case(state)
	0:begin
		maze_we=1;
		row=starting_row;
		col=starting_col;
		next=1;
	end
	1:begin
		case(i)				 
			0:begin
				next=7;
				i=i+1;
			end
			1:begin
				next=6;
				i=i+1;
			end
			2:begin
				next=5;
				i=i+1;
			end
			3:begin
				next=4;	
				i=i+1;
			end
		endcase
	end
	4:begin
		ii=3;
		prev_row=row;
		prev_col=col;
		maze_oe=1;
		col=col+1;
		next=10;
	end
	5:begin
		ii=2;
		prev_row=row;			 
		prev_col=col;
		maze_oe=1;
		row=row+1;
		next=10;
	end
	6:begin
		ii=1;
		prev_row=row;
		prev_col=col;
		maze_oe=1;
		col=col-1;
		next=10;
	end
	7:begin
		ii=0;
		prev_row=row;
		prev_col=col;
		maze_oe=1;
		row=row-1;
		next=10;
	end
	10:begin
		next=2;
		if(i>3)
			i=0;
	end
	2:begin			 
		if(maze_in==1)		 
			next=3;
		else begin
			next=8;		 
			maze_we=1;
		end
	end
	3:begin
		row=prev_row;
		col=prev_col;
		if(i>3)
			i=0;
		next=1; 		 
	end
	8:begin			
		i=0;				 
		if(prev_row==row-1 && prev_col==col)begin		 
			next=6;
			i=ii;
			end
		if(prev_col==col+1 && prev_row==row)begin		 
			next=7;
			i=ii;
			end
		if(prev_col==col-1 && prev_row==row)begin		 
			next=5;
			i=ii;
			end
		if(prev_row==row+1 && prev_col==col)begin		 
			next=4;
			i=ii;
			end
		if(row==0 || row==63 || col==0 || col==63)
			next=9;
	end
	9: begin
		done=1;
		next=0;
	end
endcase
end
endmodule
==> deck_impl_summary.md <==
Key Metrics from the Run

Worst hold path
  • HP Class: reg2reg

Timing
  • Hold Fails Final Rpt: 0
  • F_max: 382 MHz
  • Post-layout minimum cycle time: 2.62 ns
  • Period utilization: 0.689
  • Setup-failing EPs final: 0
  • Endpoints left unconstrained: 73
  • Slew @ Worst Pin: 0.826 ns
  • Setup TNS: 0 ns
  • Slew Viols, Final: 0
  • RSZ-0062 raised after global routing: no
  • Worst relative slew slack: 0.450
  • Clock Skew: 0.00141 ns
  • Count of unclocked register or latch pins: 59

Critical path
  • Worst path slowest cell: clkdlybuf4s50_1
  • Crit path max fanout: 2
  • Required @ worst endpoint: 3.04 ns
  • Largest stage delay, worst path: 0.46 ns
  • Critical-path cell list: clkdlybuf4s50_1 > nand2b_1 > nand2b_1 > clkdlybuf4s50_1
  • Critical Path End Type: output port
  • Arrival time worst endpoint: 1.86 ns
  • Crit Path Category: in2out
  • Startpoint types: input pin

Floorplan
  • Fp util: 0.307
  • Die width: 110 µm
  • Area of the core: 11,400 µm²
  • Number of I/O pins: 29
  • Die Size: 12,100 µm²
  • Std cell rows: 39
  • Die Y: 110 µm

Synthesis
  • Flip-flops with a built-in enable: 2
  • Post-synth cell types: 58
  • Ys Warns: 325
  • Dominant flop cell: dlxtn_1
  • Synth flops: 70
  • Async SR Flop Fraction: 0
  • Cells after synthesis: 463
  • Chip area in the Yosys report: 3490 µm²
  • # Cells Yosys: 463
  • Mapped Area: 3490 µm²
  • Syn Area/Cell: 7.54 µm²

Clocking
  • Deepest clock path buffer count: 2
  • Root Driver: clkbuf_16
  • CTS tree: built
  • Post CTS Setup Buffer Count: 0
  • Num CTS Buffers: 3
  • CTS Hold Bufs: 0
  • PostCTS Resize Cnt: 0
  • H-tree levels: 1
  • Latency at later pin: 0.24 ns
  • Clock-pin slew on the worst setup and hold paths: 0.04 ns

Flow run
  • OpenROAD warnings: 30
  • Max-cap violations: 0

Route
  • Antenna violation net count after detailed routing: 0
  • 1st-iter DRT viols: 334
  • DRT Wirelength: 7.85 mm
  • N_diodes: 0
  • Router iterations before antenna repair: 4
  • Number of remaining DRC errors: 0
  • Vias after detailed routing: 3,220
  • WL per Instance: 12.7 µm
  • Via density: 5.19

Layout
  • Fin cells: 620
  • Util after Layout: 0.349
  • Layout area overhead: 13.7%
  • Most frequent logic cell in the layout: dlxtn_1
  • Top cells excl fill/tap: dlxtn_1 (58), nand2_1 (56), nor2_1 (52)
  • Ratio of cells with drive above 1 in the final layout: 0.0524
  • # fillers: 1,180

Power
  • Register share of total power: 0.367
  • Switch Pwr: 120 µW
  • Power Density: 117 nW/µm²
  • Internal power: 345 µW
  • Worst VDD drop: 101 µV
  • Comb pwr share: 0.222
  • Pleak: 1.46 nW
  • Total power: 466 µW
  • Sw Share: 0.258
  • Clock power share: 0.412

Place
  • HPWL Detailed: 5.72 mm
  • Gpl congestion: 0.885
  • Placed cells: 616
  • Input/output buffers: 28

GRT
  • Vias in the first global route: 2,862
  • First-pass GRT wire length: 13.4 mm
  • GRT Residual Overflow: 0
  • Pin count of the biggest net entering global routing: 34
  • Initial antenna violation count: 0
  • GRT Total Usage: 0.137

Run status
  • Outcome: completed
-- final cells by class --
type	count	area (µm²)	area share
multi-input cells	355	2210	0.557
flip-flops and latches	70	1130	0.284
repair buffers	33	318	0.0801
well taps	143	179	0.0451
clock buffers	4	78.8	0.0199
inverters	15	56.3	0.0142
-- state kept, by name, summed over array words and instances (netlist names), named ones only --
signal / flops
row: 6
ii: 2
i: 32
state: 9
col: 6
prev_col: 6
done: 1
prev_row: 6
-- stage by stage --
stage               instance area, µm²  hold slack, ns  worst slack, ns
finish                            3970           0.488             1.18
detailed placement                3890           0.479             1.18
global route                      3970           0.523             1.13
CTS                               3970           0.487             1.18
global placement                  3890           0.475             1.19
floorplan                         3490           0.442             1.52
-- cells in the mapped netlist, types with 2 or more instances --
cell | number | share of area
xnor2_2 | 2 | 0.0093
a22oi_1 | 2 | 0.0043
dlxtn_1 | 58 | 0.25
nand2b_1 | 6 | 0.011
or2_2 | 5 | 0.0090
nor4b_1 | 2 | 0.0050
a221oi_1 | 4 | 0.010
nand3b_1 | 3 | 0.0065
nor3_1 | 12 | 0.017
nand3_1 | 24 | 0.034
o21ba_2 | 2 | 0.0057
edfxtp_1 | 2 | 0.017
xor2_1 | 29 | 0.073
buf_1 | 3 | 0.0032
o21ai_0 | 17 | 0.024
and2_1 | 3 | 0.0054
a211o_1 | 2 | 0.0050
o221ai_1 | 3 | 0.0075
xnor2_1 | 21 | 0.053
or3_1 | 10 | 0.018
nor2_1 | 52 | 0.056
a31oi_1 | 5 | 0.0090
clkbuf_1 | 14 | 0.015
and4_1 | 5 | 0.013
o31ai_1 | 2 | 0.0043
o211ai_1 | 7 | 0.015
buf_4 | 2 | 0.0043
inv_1 | 15 | 0.016
nor4_1 | 17 | 0.030
o22ai_1 | 5 | 0.0090
nand4_1 | 9 | 0.016
ha_1 | 8 | 0.029
nor3b_1 | 4 | 0.0086
buf_2 | 2 | 0.0029
dfxtp_1 | 9 | 0.052
or4_4 | 2 | 0.0065
nand2_1 | 56 | 0.060
a21oi_1 | 15 | 0.022
and3_1 | 4 | 0.0072
nor2b_1 | 2 | 0.0036
-- critical path, delay by kind of cell --
family	cells	cell delay (ns)
buf+inv	2	0.87
simple gates	2	0.23
-- power by group through the flow --
stage | combinational (mW) | sequential, mW | clock (mW)
after CTS | 0.104 | 0.171 | 0.193
after global routing | 0.115 | 0.173 | 0.200
final | 0.103 | 0.171 | 0.192
-- cell families (layout without fill, tap and decap cells) --
group | after synthesis | after routing | share of synthesized area
simple gates | 220 | 220 | 0.319
compound gates | 73 | 73 | 0.140
latches | 59 | 59 | 0.254
xor+xnor | 53 | 53 | 0.143
buf+inv | 38 | 52 | 0.0462
flops | 11 | 11 | 0.0688
fa+ha+maj | 8 | 8 | 0.0287
other cells | 1 | 1 | 0.00107
-- worst paths after layout --
check / startpoint / to / slack (ns) / depth (start not counted)
setup / recovery: maze_in / maze_we / 1.18 / 4
hold reg to reg: state[7] / state[7] / 0.49 / 2
setup reg to reg: state[5] / state[6] / 2.48 / 3
hold / removal: state[7] / state[7] / 0.49 / 2
-- metal layers --
metal / wire (µm) / part of all wire / global-route usage
met5: 0 / 0 / 0
met4: 90 / 0.011 / 0.0190
met3: 222 / 0.028 / 0.00363
met2: 3740 / 0.48 / 0.234
met1: 3800 / 0.48 / 0.199
Power and IR drop assume default switching activity.
